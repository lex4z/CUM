==> flow/design.v <==
`timescale 1ns / 1ps
module lab82(
    input logic clk,
    input logic srst,
    input logic btn,
    input logic [2 : 0] x1,
    input logic [2 : 0] x2,
    output logic [7 : 0] y
    );
    typedef enum logic [1 : 0] {init_state,state1,state2,state3} t_state;
    t_state current_state = init_state, next_state;
    logic [27 : 0] counter = 0;
    always_ff @(posedge clk) begin
        if(srst) counter <= 0;
        else counter <= counter + 1;
    end
    logic change_state;
    logic gray_enable;
    logic counter25_delayed = 0;
    always_ff @(posedge clk) begin
        counter25_delayed <= counter[25]; 
    end
    assign change_state = btn * counter[25] * ~counter25_delayed;
    logic [23:0] counter_250ms = 0;
    logic t250ms = 0;
    always_ff @(posedge clk) begin
        if(counter_250ms == 12500000) begin 
            t250ms <= ~t250ms;
            counter_250ms <= 0;
        end
        else counter_250ms <= counter_250ms + 1;
    end
    logic t250ms_delayed;
    always_ff @(posedge clk) begin
        t250ms_delayed <= t250ms;
    end
    assign gray_enable = t250ms * ~t250ms_delayed;
    logic [7 : 0] dout0;
    logic [7 : 0] dout1;
    logic [7 : 0] dout2;
    logic [7 : 0] dout3;
    assign dout0 = '0 + counter[26];
    assign dout1 = '0 + x1 + x2;
    assign dout2 = '0 + x1 * x2;
    logic [7 : 0] gray_counter;
    always_ff @(posedge clk) begin
        if(srst) begin 
            gray_counter <= 0;
            dout3 <= '0;
        end else begin
            if(gray_enable) begin
                gray_counter <= gray_counter + 1;
                dout3 <= {gray_counter[7],gray_counter[7:1]^gray_counter[6:0]};  
            end
        end
    end
    always_ff @(posedge clk) begin
        if(srst) current_state <= init_state;
        else begin
            current_state <= next_state;
            case (current_state)
                init_state: y <= dout0;
                state1    : y <= dout1;
                state2    : y <= dout2;
                state3    : y <= dout3;
                default   : y <= 8'b00000000;
            endcase
        end
    end
    always_comb begin
        next_state = current_state;
        case(current_state)
            init_state: if(change_state) next_state = state1;
            state1    : if(change_state) next_state = state2;
            state2    : if(change_state) next_state = state3;
            state3    : if(change_state) next_state = init_state;
            default   : next_state = init_state;
        endcase
    end
endmodule
==> flow/run.sh <==
#!/bin/bash
# OpenROAD 26Q1-2900-gdf79404cd8, Yosys 0.63+post, stock flow scripts
make -C /OpenROAD-flow-scripts/flow DESIGN_CONFIG=/design/flow/config.mk WORK_HOME=/design/flow/orfs finish
==> flow/config.mk <==
export PLATFORM = sky130hd
export DESIGN_NAME = lab82
export DESIGN_NICKNAME = lab82
export VERILOG_FILES = /design/flow/design.v
export SDC_FILE = /design/flow/constraint.sdc
export NUM_CORES = 4
export LEC_CHECK = 1
export CORE_UTILIZATION = 30
==> flow/constraint.sdc <==
current_design lab82

set clk_period 4.2
set clk_io_pct 0.2

create_clock -name clk0 -period $clk_period [get_ports {clk}]

set non_clock_inputs [all_inputs -no_clocks]
set_input_delay [expr $clk_period * $clk_io_pct] -clock clk0 $non_clock_inputs
set_output_delay [expr $clk_period * $clk_io_pct] -clock clk0 [all_outputs]
==> deck_impl_summary.md <==
Implementation Results

Drt
  – Iter 0 DRT Violations: 160
  – # DRC: 0
  – Post-Route WL: 6715 µm
  – Antenna Violating Nets Remaining: 0
  – Antenna fix cells: 0
  – Via/cell ratio: 4.738
  – Wire per inst: 11.27 µm
  – 1st-pass router iterations: 5
  – Via count: 2824

Critical path
  – FF-to-FF Start: counter[0]
  – Worst EP required: 4270 ps
  – R2R Setup Slk: about 1900 ps
  – Critical path class: input pin to register
  – CP endpoint kind: register
  – Arrival time worst endpoint: ~3000 ps
  – Worst-path fanout max: 4
  – Reg-to-Reg End: counter[14]
  – Crit path launch type: input pin
  – Reg2Reg Depth: 5

Die
  – Fp util: a little under a third
  – Die Y: 114.3 µm
  – Number of I/O pins: 17
  – Die W: 114.3 µm
  – Core area: 12160 µm²
  – FP Rows: 40
  – Die area: 13060 µm²

Logic synthesis
  – # Cells Yosys: ~400
  – EDFF count, synth: 9
  – Cell Area, Synth: roughly 3800 µm²
  – Yosys stat area: roughly 3800 µm²
  – Top cells by count, synth: 70 x dfxtp_1, 40 x nor2_1, 35 x nand2_1
  – Area share, top type: 37.05%
  – Synth area leaders: dfxtp_1 37%, ha_1 7.3%, edfxtp_1 7.1%
  – Synth warn: 1
  – Seq share, synth: 44.19%
  – Synth Area per Inst: roughly 9 µm²
  – Count leader, synth: dfxtp_1
  – Main synth FF type: dfxtp_1
  – Post-Syn Instances: 408
  – Post-synth ARST share: 0%
  – Number of unique standard cell types used by synthesis: 43
  – Synth area leader: dfxtp_1
  – Synthesis-stage register bit count: 79

Timing
  – Fin crit share: between 60% and 70%
  – Worst hold slack: 406.5 ps
  – Slew @ Worst Pin: about 720 ps
  – Final Setup Violations: 0
  – RSZ-0062 raised after global routing: false
  – Setup TNS: 0 ps
  – Max-slew headroom: 51.49%
  – Clk_skew: 6.500 ps
  – Max-slew violation count: 0
  – FMAX: 0.3441 GHz
  – Fin crit period: just under 3000 ps
  – Final Hold Fails: 0

GRT
  – Initial antenna violation count: 0
  – Pin count of the biggest net entering global routing: 32
  – Grt ovf: 0
  – Vias in the first global route: 2826
  – First-pass GRT wire length: 12280 µm
  – GRT Resource Usage Total: between 10% and 20%

Clock network
  – CTS Hold Buffers Added: 0
  – CTS tree: yes
  – Post-CTS Setup Inserts: 0
  – Worst skew pair latency: around 330 ps
  – PostCTS Resize Cnt: 0
  – TritonCTS Buffers: 9
  – Clk slew on worst S/H paths: 60 ps
  – Clk buf depth: 2
  – Clk root buf: clkbuf_16
  – Clock sinks: about 80
  – CTS H-tree lvls: 3

Final layout
  – Area Overhead vs Synth: 18.39%
  – Proportion of layout cells with a drive suffix above 1: approximately 5.4%

Place
  – IO buf count: 16
  – DP HPWL: 4670 µm
  – Placer's final routability congestion estimate: 0.7733

Job
  – Max Cap Violations: 0
  – Tool warnings: 30

Pwr
  – VDD IR-drop max: 0.2590 mV
  – Power Dens Cells: 397.0 nW/µm²
  – Leak Pwr: approximately 1.6 nW

Run status
  – Outcome: complete, no violations

Worst hold path
  – Min-Delay Endpoint: counter25_delayed
  – Hold depth: 0
  – Min-delay src: counter[25]
  – Tightest Hold Check Type: register to register
-- layout by cell type, fill, tap and decap left out, types with 4 or more instances in the layout --
| cell type | netlist | routed |
|---|---|---|
| bufinv_16 | 0 | 4 |
| inv_1 | 21 | 21 |
| o31ai_1 | 8 | 8 |
| clkdlybuf4s50_1 | 0 | 16 |
| a21oi_1 | 29 | 29 |
| dfxtp_1 | 70 | 70 |
| edfxtp_1 | 9 | 9 |
| nand2_1 | 35 | 35 |
| and3_1 | 5 | 5 |
| o21ai_0 | 8 | 8 |
| o41ai_1 | 5 | 5 |
| xor2_1 | 16 | 16 |
| nand3_1 | 14 | 14 |
| xnor2_1 | 21 | 21 |
| nand4_1 | 12 | 12 |
| nand4b_1 | 4 | 4 |
| clkbuf_16 | 0 | 9 |
| nor3_1 | 4 | 4 |
| and2_1 | 10 | 10 |
| nor2_1 | 40 | 40 |
| nor4_1 | 7 | 7 |
| or4_1 | 14 | 14 |
| or3_1 | 5 | 5 |
| ha_1 | 22 | 22 |
| nor2b_1 | 5 | 5 |
-- sequential cells by signal, summed over array words and instances (netlist names) --
register,count
counter,27
counter_250ms,24
dout3,8
y,8
gray_counter,7
current_state,2
counter25_delayed,1
t250ms,1
t250ms_delayed,1
-- layer usage --
metal / vias up / track usage [%] / share of wire [%]
li1: 1486 / - / -
met1: 1296 / 15.97 / 50
met2: 40 / 19.35 / 46
met3: 2 / 2.751 / 3.4
met4: 0 / 1.299 / 0.45
met5: - / 0 / 0
-- worst max-delay path, cell delays in order --
cell	delay, ps
clkdlybuf4s50_1	470
ha_1	260
fa_1	460
ha_1	230
fa_1	380
xor2_1	150
a22oi_1	140
nor2_1	50
-- where the power goes --
group / internal, mW / switching [mW]
clock: 0.639 / 0.284
sequential: 0.770 / 0.00536
combinational: 0.0373 / 0.0418
total: 1.45 / 0.331
-- worst max-delay path by stage --
stage	from	end	slack (ps)	depth (start not counted)
4_1_cts	x1[1]	y[4]	1300	8
5_1_grt	x1[1]	y[3]	1190	7
6_report	x1[1]	y[4]	1290	8
-- per-stage QoR --
stage	utilization, %	worst slack (ps)	std cells	instance area, µm²	power (mW)
finish	36.82	1294	596	4478	1.778
global route	36.82	1188	596	4478	1.846
CTS	36.82	1305	596	4478	1.800
detailed placement	33.85	955.9	580	4116	0.8699
global placement	33.85	987.1	580	4116	0.8684
floorplan	-	1528	408	3782	0.8416
-- layout make-up --
cell class,instances,area [µm²]
fillers,1147,7684
multi-input cells,293,1973
flip-flops and latches,79,1672
clock buffers,10,229.0
well taps,168,210.2
repair buffers,19,182.7
clock inverters,6,132.6
inverters,21,78.83
-- kinds of logic (layout without fill, tap and decap cells) --
logic type | Yosys count | count (layout) | share of synthesized area, %
flip-flops | 79 | 79 | 44.19
adder cells (fa/ha/maj) | 25 | 25 | 8.865
buffers and inverters | 36 | 56 | 3.639
XOR/XNOR | 37 | 37 | 8.568
AND-OR/OR-AND | 60 | 60 | 9.891
AND/OR/NAND/NOR | 168 | 168 | 24.05
multiplexers | 3 | 3 | 0.7939
No activity file was given, so power comes from the tool's default toggle rates.
