==> flow/design.v <==
`timescale 1ns / 1ps
module lab72(
    input  logic         clk,
    input  logic         write_enable,
    input  logic [1 : 0] address,
    input  logic [2 : 0] sw,
    output logic [2 : 0] led
    );
    logic [3:0] [0:2] ram  = '0;
    always_ff @(posedge clk) begin
        if(write_enable) ram[address] <= sw;
        led <= ram[address];
    end
endmodule
==> flow/run.sh <==
#!/bin/bash
# OpenROAD 26Q1-2900-gdf79404cd8, Yosys 0.63+post, stock flow scripts
make -C /OpenROAD-flow-scripts/flow DESIGN_CONFIG=/design/flow/config.mk WORK_HOME=/design/flow/orfs finish
==> flow/config.mk <==
export PLATFORM = sky130hd
export DESIGN_NAME = lab72
export DESIGN_NICKNAME = lab72
export VERILOG_FILES = /design/flow/design.v
export SDC_FILE = /design/flow/constraint.sdc
export NUM_CORES = 4
export LEC_CHECK = 1
export CORE_AREA = 10 10 91 91
export DIE_AREA = 0 0 101 101
==> flow/constraint.sdc <==
current_design lab72

set clk_period 2.0
set clk_io_pct 0.2

create_clock -name clk0 -period $clk_period [get_ports {clk}]

set non_clock_inputs [all_inputs -no_clocks]
set_input_delay [expr $clk_period * $clk_io_pct] -clock clk0 $non_clock_inputs
set_output_delay [expr $clk_period * $clk_io_pct] -clock clk0 [all_outputs]
==> run notes <==
impl run done, here's what came out: iteration tally of the first detailed-router pass 4, top-area cell type share of the netlist area between 40% and 50%, unrepaired setup endpoints after global routing no, number of global-route vias before repair 523, yosys cell count roughly 54, non-filler instance count after layout ~150, Placed Instances 144, share of total power in sequential cells approximately half, total count of max-transition violations in the final report 0, Pwr per Cell Area 734 nW/um^2, GRT Total Usage 3.24%, class of the tightest hold or removal check reg -> reg, Netlist cell types 17, number of instances on the worst hold path 2, shortest clock period the worst path allows after layout 1680 ps, chip footprint 10200 sq um, switching part of the total 22.3%, end of the worst register-to-register path led[1]$_DFF_P_, post-synth tally of flip-flops with integrated enable 12, Detailed Route WL approximately 1600 um, detailed router's first-iteration violation count 29, grt total ovfl 0, chip area estimate from yosys synthesis 751 sq um, number of ports placed on the die boundary 10, core area between 6000 and 7000 sq um, origin of the worst min-delay path ram[11]$_DFFE_PP_, worst skew pair latency around 250 ps, proportion of layout cells with a drive suffix above 1 between 10% and 20%, category of the worst setup path launch point input port, Worst-Margin Slew 284 ps, number of buffers added on ports 9, cell type contributing the most total cell area after synthesis sky130_fd_sc_hd__edfxtp_1, cell area after synthesis 751 sq um, clk sinks 15, antenna diode instance count 0, reported net switching power approximately 160 uW, post-route fraction of the period consumed by the critical path 84.2%, weighted congestion reported at the end of routability-driven placement between 0.8 and 0.9, post-cts repair resize count 0, status completed, register bit count reported by yosys 15, peak clock frequency supported by timing 0.594 GHz, share of power burned in combinational logic between 10% and 20%, register-to-register setup slack just under 1000 ps, routed length per instance between 10 and 15 um, first element of the critical path address[0], register area share after synthesis a little under three fifths, Via Count roughly 500, number of buffers created by CTS 3, Lkg Pwr ~0.38 nW, most common cell in the synthesized netlist sky130_fd_sc_hd__edfxtp_1, data arrival time of the critical path roughly 1800 ps, CTS max path bufs 2, number of vias per cell after detailed routing 3.36, Clk pin slew, worst setup/hold paths approximately 60 ps, critical path peak fanout 5, H-tree levels 1, Final Instance Area 1010 sq um, initial cell density of the core 11.8%, sort of element at the end of the critical path register, remaining antenna violation count after routing 0, final hold violations 0, overall die height roughly 100 um, DRC 0, initial antenna violation count 0, Async S/R FF share, synth 0%, endpoint with the worst hold slack ram[11]$_DFFE_PP_, cell internal pwr roughly 580 uW, Cell Area, Placed between 900 and 1000 sq um, post-route setup TNS 0 ps, number of cells traversed by the worst register-to-register path 1, maximum VDD drop 0.386 mV, area growth from synthesis to layout 34.5%, Slew Limit Headroom about four fifths, critical path class in -> reg, tool warnings 29, worst endpoint required time ~2100 ps, CTS tree done, post-CTS setup buffers 0, startpoint of the worst-slack reg-to-reg timing path ram[10]$_DFFE_PP_, maximum number of pins on one net before global-route repair 13, number of fill cells in the layout just under 700, Die Width roughly 100 um, DP HPWL 1170 um, first-pass GRT wire length between 2000 and 3000 um, Yosys warnings 1, Cells after Synth 54, average instance area after synthesis ~14 sq um, Root Buffer sky130_fd_sc_hd__clkbuf_8, top cells by instance count after synthesis sky130_fd_sc_hd__edfxtp_1 (12), sky130_fd_sc_hd__inv_1 (10), sky130_fd_sc_hd__a22o_1 (5), sky130_fd_sc_hd__ha_1 (5), total design power 741 uW, predominant post-synthesis flop cell sky130_fd_sc_hd__edfxtp_1, standard-cell rows 29, top area cells in the synthesized netlist sky130_fd_sc_hd__edfxtp_1 (48%), sky130_fd_sc_hd__mux4_2 (9.0%), sky130_fd_sc_hd__ha_1 (8.3%), clock network power share about a third, # hold bufs at CTS 0, # Max-Cap Violations 0, setup skew after layout 6.53 ps, Final setup viols 0
-- worst max-delay path, cell delays in order --
cell                              delay [ps]
sky130_fd_sc_hd__clkdlybuf4s50_1         500
sky130_fd_sc_hd__inv_2                    60
sky130_fd_sc_hd__ha_1                    360
sky130_fd_sc_hd__nor3b_2                 310
sky130_fd_sc_hd__a22o_1                  180
-- how the worst max path moves through the flow --
| stage | endpoint | slack [ps] |
|---|---|---|
| after CTS | ram[8]$_DFFE_PP_ | 320 |
| after global routing | ram[1]$_DFFE_PP_ | 210 |
| final | ram[1]$_DFFE_PP_ | 320 |
-- layer usage --
layer / global-route usage, % / share of wire [%] / vias to the layer above
li1: - / - / 240
met1: 4.06 / 48 / 235
met2: 4.28 / 37 / 21
met3: 2.77 / 14 / 2
met4: 0.322 / 0.57 / 0
met5: 0 / 0 / -
-- cell type report --
| class | count | area [sq um] | share of cell area (%) |
|---|---|---|---|
| clock inverters | 1 | 5.00 | 0.496 |
| clock buffers | 3 | 41.3 | 4.09 |
| flip-flops and latches | 15 | 420 | 41.6 |
| well taps | 77 | 96.3 | 9.54 |
| multi-input cells | 27 | 278 | 27.5 |
| inverters | 11 | 41.3 | 4.09 |
| repair buffers | 14 | 128 | 12.6 |
-- placed cells by master, fill, tap and decap left out --
| cell | n |
|---|---|
| sky130_fd_sc_hd__o2bb2ai_1 | 1 |
| sky130_fd_sc_hd__edfxtp_1 | 12 |
| sky130_fd_sc_hd__nand2b_1 | 3 |
| sky130_fd_sc_hd__nor3b_1 | 1 |
| sky130_fd_sc_hd__nand3b_1 | 1 |
| sky130_fd_sc_hd__a22o_1 | 5 |
| sky130_fd_sc_hd__nand2_1 | 1 |
| sky130_fd_sc_hd__o32ai_1 | 2 |
| sky130_fd_sc_hd__buf_4 | 5 |
| sky130_fd_sc_hd__inv_2 | 1 |
| sky130_fd_sc_hd__clkbuf_8 | 3 |
| sky130_fd_sc_hd__o41ai_1 | 1 |
| sky130_fd_sc_hd__dfxtp_1 | 3 |
| sky130_fd_sc_hd__o22ai_1 | 3 |
| sky130_fd_sc_hd__clkinv_2 | 1 |
| sky130_fd_sc_hd__mux4_2 | 3 |
| sky130_fd_sc_hd__clkdlybuf4s50_1 | 9 |
| sky130_fd_sc_hd__ha_1 | 5 |
| sky130_fd_sc_hd__inv_1 | 10 |
| sky130_fd_sc_hd__nor3b_2 | 1 |
-- power by group through the flow --
stage	sequential [mW]	combinational (mW)	clock, mW
4_1_cts	0.383	0.113	0.253
5_1_grt	0.385	0.124	0.271
6_report	0.383	0.112	0.245
-- registers in the layout, summed over array words and instances, names as in the netlist --
register and count:
ram 12, led 3
-- cells by family after synthesis --
| logic type | Yosys count | synth area share, % |
|---|---|---|
| mux | 3 | 9.00 |
| buf+inv | 12 | 7.00 |
| fa+ha+maj | 5 | 8.33 |
| simple gates | 7 | 6.67 |
| flops | 15 | 56.0 |
| compound gates | 12 | 13.0 |
-- metrics by stage --
step / hold WS, ps / utilization (%) / setup slack (ps)
CTS: 579 / 15.9 / 319
detailed placement: 562 / 15.2 / 51.6
finish: 578 / 15.9 / 316
global placement: 560 / 15.2 / 55.7
floorplan: 512 / - / 460
global route: 606 / 15.9 / 211
Power figures rest on the tool's default switching activity, not on a simulated workload.
