$ cat design/flow/constraint.sdc
current_design lab102

set clk_period 64.8
set clk_io_pct 0.2

create_clock -name clk0 -period $clk_period

set non_clock_inputs [all_inputs -no_clocks]
set_input_delay [expr $clk_period * $clk_io_pct] -clock clk0 $non_clock_inputs
set_output_delay [expr $clk_period * $clk_io_pct] -clock clk0 [all_outputs]
$ cat design/flow/config.mk
export PLATFORM = sky130hd
export DESIGN_NAME = lab102
export DESIGN_NICKNAME = lab102
export VERILOG_FILES = /design/flow/design.v
export SDC_FILE = /design/flow/constraint.sdc
export NUM_CORES = 4
export LEC_CHECK = 1
export CORE_UTILIZATION = 30
export SYNTH_HDL_FRONTEND = slang
$ cat design/flow/design.v
`timescale 1ns / 1ps
module lab102(
    input logic clk,
    input logic [31:0] din1,
    input logic [31:0] din2,
    output logic [31:0] dout
    );
    logic dout_sign;
    logic din1_sign;
    logic din2_sign;
    logic [7:0] dout_exponent;
    logic [7:0] din1_exponent;
    logic [7:0] din2_exponent;
    logic [25:0] dout_mantissa;  
    logic [23:0] din1_mantissa;
    logic [23:0] din2_mantissa;
    always_comb begin
        din1_sign = din1[31];
        din1_exponent = din1[30:23];
        din1_mantissa = {1'b1,din1[22:0]};
        din2_sign = din2[31];
        din2_exponent = din2[30:23];
        din2_mantissa = {1'b1,din2[22:0]};
        if      (din1[30:0] == 31'b0) 
            dout = din2;
        else if (din2[30:0] == 31'b0) 
            dout = din1;
        else if (din1[30:0] == din2[30:0] && din1_sign == ~din2_sign)
            dout = 32'b0;
        else if (din1[22:0] == 23'b0 && din1_exponent == 8'b11111111)
            dout = din1;
        else if (din2[22:0] == 23'b0 && din2_exponent == 8'b11111111)
            dout = din2;
        else begin 
            if(din1_exponent > din2_exponent) begin
                din2_mantissa = din2_mantissa >> (din1_exponent - din2_exponent);
                dout_exponent = din1_exponent;
            end else if(din1_exponent < din2_exponent) begin
                din1_mantissa = din1_mantissa >> (din2_exponent - din1_exponent);
                dout_exponent = din2_exponent;
            end else
                dout_exponent = din1_exponent;
            dout_mantissa = (din1_sign ? -din1_mantissa : din1_mantissa) + (din2_sign ? -din2_mantissa : din2_mantissa);
            dout_sign = dout_mantissa[25];
            dout_mantissa = ({26{dout_sign}}^dout_mantissa) + dout_sign;
            if(dout_mantissa[24]) begin
                dout_mantissa = dout_mantissa >> 1;
                dout_exponent = dout_exponent + 1;
            end
            if(dout_mantissa[23] == 0) begin
                dout_mantissa = dout_mantissa << 1;
                dout_exponent = dout_exponent - 1;
            end
            dout = {dout_sign,dout_exponent,dout_mantissa[22:0]};
       end
    end
endmodule
$ cat design/flow/run.sh
#!/bin/bash
# OpenROAD 26Q1-2900-gdf79404cd8, Yosys 0.63+post, stock flow scripts
make -C /OpenROAD-flow-scripts/flow DESIGN_CONFIG=/design/flow/config.mk WORK_HOME=/design/flow/orfs finish
==> flow_summary_export.csv <==
group,metric,value,unit
setup_path,slowest_delay,640,ps
clocking,holdBufCountCts,0,
placed_design,placed_cells,1716,
global_route,grt_max_degree,51,
floorplanning,io_pins,97,
routing,routedWlPerCell,22.8,um
power,cellLeakagePower,3.75,nW
routing,drt_wl_total,39.1,mm
placed_design,dpl.hpwl,30.8,mm
setup_path,required,51840,ps
final_timing,layout_min_cycle_time,40660,ps
placed_design,place.gp.congestion,0.995,
synth,netlist_instances,1293,
setup_path,worstPathMaxFanout,50,
synth,synth_cell_types,102,
final_timing,worst_slew_pin_slew,941,ps
setup_path,crit_path_frequent_cell,"ha_1",
global_route,grtUsageTotal,0.257,
routing,drc,0,
final_layout,drive_gt1_frac,0.0758,
setup_path,critical_path_arrival,27700,ps
setup_path,cp-start-kind,"input port",
synth,synth_seq_share,0,
run_status,status,"finished clean",
min_path,hold_start,"din2[0]",
clocking,cts-resized-gates,0,
floorplanning,initial_utilization,0.306,
final_layout,nClkBuffers,0,
synth,synth_warnings,0,
routing,antennaDiodeCount,0,
power,vdd_drop_max,0.0323,mV
job,warnings,40,
routing,vias_per_cell,6.14,
final_layout,finish.utilization,0.348,
final_layout,final_cell_area,10000,um2
setup_path,crit_family,"simple AND/OR/NAND/NOR gates",
routing,detailroute.via_count,10538,
job,cap_violations,0,
setup_path,end_kind,"output port",
final_timing,rsz0062_at_grt,"no",
min_path,hp-class,"in2out",
min_path,whs_path_depth,4,
placed_design,numPortBuffers,96,
clocking,postCtsSetupRepairBufs,0,
min_path,whs_endpoint,"dout[0]",
floorplanning,die_w,174,um
setup_path,cp_num_buf_inv,4,
synth,syn-mean-instance-area,6.83,um2
routing,ant_nets,0,
synth,ys_cells,1293,
floorplanning,die_area,30100,um2
setup_path,critical_path_class,"in2out",
routing,dr.first_iter.drc_count,1229,
synth,netlist_area,8830,um2
final_timing,tns,0,ps
floorplanning,dieHeight,174,um
floorplanning,fp.coreArea,28900,um2
final_layout,post_layout_nonfiller_instances,1716,
final_timing,setup_viol_count_final,0,
final_layout,seq_cells,0,
placed_design,post_dp_cell_area,10000,um2
final_timing,slew_viol_final,0,
global_route,overflow,0,
setup_path,crit_slowest_cell,"mux4_2",
final_timing,max_slew_margin,0.363,
final_timing,hold_viol,0,
global_route,antenna_found_initial,1,
final_layout,area.sequential,0,um2
global_route,grt_pass1_vias,9718,
synth,synth_chip_area,8830,um2
final_timing,fmax,24.6,MHz
final_timing,finalClockPeriodUsage,0.628,
floorplanning,fp-row-count,62,
routing,firstDrtPassIters,5,
global_route,grt_pass1_wl,59.3,mm
final_layout,syn_to_final_growth,13.7,%
power,powerDensity,34.0,nW/um2
==> synth_stat cells (13+ instances only) <==
master	number	area [um2]
xor2_1	41	359
a21oi_1	90	450
nor2_1	124	465
nand2_1	149	559
nand3_1	40	200
clkbuf_1	41	154
mux4_2	20	450
buf_2	16	80.1
mux2i_1	48	480
nand2b_1	13	81.3
o211ai_1	17	128
or3_1	22	138
o21ai_0	67	335
inv_1	46	173
nor3_1	48	240
a31oi_1	16	100
nor4_1	24	150
ha_1	45	563
xnor2_1	86	753
a211oi_1	14	105
nand4_1	18	113
o31ai_1	14	105
a22oi_1	14	105
a21o_1	21	158
==> power breakdown <==
| part | switching (mW) | total [mW] | internal [mW] | leakage, nW |
|---|---|---|---|---|
| registers | 0 | 0 | 0 | 0 |
| logic | 0.188 | 0.341 | 0.154 | 3.75 |
| clock network | 0 | 0 | 0 | 0 |
| total | 0.188 | 0.341 | 0.154 | 3.75 |
==> area by class of cell <==
type | instances | area (um2)
fillers | 3138 | 18800
multi-input cells | 1169 | 8270
repair buffers | 117 | 1120
well taps | 384 | 480
inverters | 46 | 173
==> worst max-delay path by stage <==
stage / slack, ps / depth (start not counted) / to / from
CTS: 24240 / 51 / dout[29] / din1[28]
global route: 23150 / 51 / dout[29] / din1[28]
finish: 24140 / 51 / dout[29] / din1[28]
==> routing by layer <==
metal / wire length, um / up-vias / GRT usage
met5: 0 / - / 0
met3: 3940 / 74 / 0.0403
met2: 16600 / 606 / 0.380
li1: - / 4946 / -
met4: 1120 / 0 / 0.0662
met1: 17400 / 4912 / 0.389
==> cells in the final DEF (no fill, tap or decap), drive strengths merged, types with 8 or more instances in the layout <==
master / instances
clkdlybuf4s50: 96
inv: 46
buf: 21
mux2i: 49
ha: 45
a221oi: 12
and2: 12
mux4: 24
o31ai: 17
mux2: 10
a31oi: 17
xnor2: 86
a21oi: 97
o21a: 12
nand2: 150
nor2: 128
nand3: 40
o31a: 8
o21bai: 10
nand2b: 13
and3: 9
nor2b: 9
a32oi: 9
a21o: 21
or2: 12
xor2: 41
a22oi: 14
or3: 24
a211oi: 15
nor4: 26
o211ai: 17
nor3: 50
o21ai: 73
nand4: 19
==> metrics by stage <==
| step | worst slack, ps | hold WS (ps) | power (mW) |
|---|---|---|---|
| finish | 24140 | 27050 | 0.341 |
| global route | 23150 | 27080 | 0.369 |
| CTS | 24240 | 27050 | 0.338 |
| detailed placement | 24330 | 27050 | 0.334 |
| global placement | 24310 | 27050 | 0.336 |
| floorplan | 28120 | 25970 | 0.216 |
==> cells by family (layout without fill, tap and decap cells) <==
group / after synthesis / in the layout / share of synthesized area
multiplexers: 83 / 83 / 0.133
XOR/XNOR: 127 / 127 / 0.126
AND-OR/OR-AND: 393 / 393 / 0.313
buffers and inverters: 124 / 163 / 0.0649
adder cells (fa/ha/maj): 48 / 48 / 0.0705
AND/OR/NAND/NOR: 518 / 518 / 0.293
Power and IR drop assume default switching activity.
